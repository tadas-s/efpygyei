==> flow/design.v <==
module top(						 
	CLK,
	BUT1,
	BUT2,
	LED1,
	LED2
);
input			CLK;				 
input			BUT1;				 
input			BUT2;				 
output			LED1;				 
output			LED2;				 
reg			BUT1_r;				 
reg			BUT2_r;				 
reg			LED1_m0_r;			 
reg			LED2_m0_r;			 
reg			LED1_m1_r;			 
reg			LED2_m1_r;			 
reg		[14:0]	cntr;				 
reg		[14:0]	rst_cnt=0;			 
reg			mode=1;				 
reg		[11:0]	clk_div;			 
wire			clk_24KHz;			 
wire			reset;				 
assign reset = rst_cnt[14];				 
assign LED1 = mode ? LED1_m1_r : LED1_m0_r;		 
assign LED2 = mode ? LED2_m1_r : LED2_m0_r;		 
assign clk_24KHz = clk_div[11];				 
always @ (posedge CLK) begin				 
	clk_div <= clk_div + 12'b1;
end
always @ (posedge clk_24KHz) begin			 
	BUT1_r <= BUT1;					 
	BUT2_r <= BUT2;					 
	cntr <= cntr + 15'd1;				 
	if(reset == 1'b0) begin				 
		rst_cnt <= rst_cnt + 15'd1;		 
	end
	if(BUT1_r == 1'b0 && BUT2_r == 1'b0 && reset == 1'b1) begin	 
		mode <= mode ^ 1'b1;					 
		rst_cnt <= 15'd0;					 
	end
	LED1_m0_r <= ~BUT1_r;				 
	LED2_m0_r <= ~BUT2_r;				 
	if(cntr == 15'd12207) begin			 
		LED1_m1_r <=  1'b0;			 
		LED2_m1_r <=  1'b1;			 
	end
	if(cntr > 15'd24414) begin			 
		cntr <= 15'd0;				 
		LED1_m1_r <=  1'b1;			 
		LED2_m1_r <=  1'b0;			 
	end
end
endmodule
==> flow/run.sh <==
#!/bin/bash
# OpenROAD 26Q1-2900-gdf79404cd8, Yosys 0.63+post, stock flow scripts
make -C /OpenROAD-flow-scripts/flow DESIGN_CONFIG=/design/flow/config.mk WORK_HOME=/design/flow/orfs finish
==> flow/config.mk <==
export PLATFORM = sky130hd
export DESIGN_NAME = top
export DESIGN_NICKNAME = top
export VERILOG_FILES = /design/flow/design.v
export SDC_FILE = /design/flow/constraint.sdc
export NUM_CORES = 4
export LEC_CHECK = 1
export CORE_AREA = 10 10 112 112
export DIE_AREA = 0 0 122 122
==> flow/constraint.sdc <==
current_design top

set clk_period 2.9
set clk_io_pct 0.2

create_clock -name clk0 -period $clk_period [get_ports {CLK}]

set non_clock_inputs [all_inputs -no_clocks]
set_input_delay [expr $clk_period * $clk_io_pct] -clock clk0 $non_clock_inputs
set_output_delay [expr $clk_period * $clk_io_pct] -clock clk0 [all_outputs]
==> insert_results.sql <==
-- implementation run metrics
INSERT INTO impl_metrics (metric_group, metric, value, unit) VALUES
('worst_setup_path', 'cp_slowest_cell', 'sky130_fd_sc_hd__dfxtp_1', ''),
('routing', 'avgRoutedWirePerCell', '8.40', 'microns'),
('logic_synthesis', 'yosys.stat.seqShare', '49.7', '%'),
('finish', 'post_route_cells_drive_above_1_share', '4.59', '%'),
('sta', 'unconstrained_endpoints', '40', ''),
('finish', 'area.growth.synth_to_final', '12.3', '%'),
('worst_setup_path', 'worstPathArrival', '1350', 'ps'),
('place', 'replace_congestion', '0.827', ''),
('worst_setup_path', 'critical_path.reg2reg.endpoint', 'clk_div[10]$_DFF_P_', ''),
('clocking', 'clkSlewWorstSetupHoldPaths', '50', 'ps'),
('pwr', 'design_power_total', '0.345', 'mW'),
('pwr', 'power.leakage', '0.769', 'nW'),
('worst_setup_path', 'r2r.worst_path.cells', '4', ''),
('die', 'i_o_pins', '5', ''),
('worst_setup_path', 'cp_common_cell', 'sky130_fd_sc_hd__and3_1', ''),
('sta', 'final.hold.worst_slack', '423', 'ps'),
('sta', 'setup_slack', '1680', 'ps'),
('routing', 'drcViolationCount', '0', ''),
('hold_path', 'hp-start', 'clk_div[0]$_DFF_P_', ''),
('routing', 'drt_iter0_drc', '101', ''),
('die', 'placeableCoreArea', '10200', 'sq um'),
('die', 'die_width', '122', 'microns'),
('routing', 'number_of_vias_after_detailed_routing', '1354', ''),
('worst_setup_path', 'rr_startpoint', 'clk_div[0]$_DFF_P_', ''),
('worst_setup_path', 'critical_path_class', 'reg2reg', ''),
('grt', 'grt_most_used_layer', 'met2', ''),
('worst_setup_path', 'cp-startpoint', 'clk_div[0]$_DFF_P_', ''),
('hold_path', 'min_path_type', 'reg2reg', ''),
('sta', 'fin_crit_sh', '42.1', '%'),
('routing', 'via_per_inst', '3.82', ''),
('sta', 'timing.fmax', '0.818', 'GHz'),
('worst_setup_path', 'setup.worst_path.start_class', 'register', ''),
('routing', 'pre_antenna_drt_iters', '4', ''),
('grt', 'grt_first_pass_wirelength', '5.52', 'mm'),
('sta', 'rsz0062_at_grt', 'false', ''),
('sta', 'hold_viol', '0', ''),
('sta', 'timing_worst_slew_pin_value', '670', 'ps'),
('clocking', 'tritoncts', 'built', ''),
('run', 'drv.max_cap_violation_count', '0', ''),
('place', 'dpl-instance-area', '2190', 'sq um'),
('logic_synthesis', 'yosys_warnings', '1', ''),
('grt', 'groute.usage.overall', '4.23', '%'),
('clocking', 'clk_latency', '240', 'ps'),
('worst_setup_path', 'worst_path_largest_cell_delay', '340', 'ps'),
('grt', 'gr-total-overflow', '0', ''),
('routing', 'ant_nets', '0', ''),
('worst_setup_path', 'worst_setup_path_endpoint', 'clk_div[10]$_DFF_P_', ''),
('outcome', 'outcome', 'complete, no violations', ''),
('logic_synthesis', 'netlist_area', '2000', 'sq um'),
('clocking', 'cts_buffers', '3', ''),
('pwr', 'p_per_area', '154', 'nW/um^2'),
('clocking', 'cts_hold_buf', '0', ''),
('place', 'dpl.hpwl', '2.18', 'mm'),
('grt', 'global_route.usage.met3', '0.657', '%'),
('sta', 'setup-violations-final', '0', ''),
('hold_path', 'hold_path_depth', '1', ''),
('finish', 'final_core_utilization', '21.9', '%'),
('die', 'design.die.area', '14900', 'sq um'),
('sta', 'finalWorstPathRequiredPeriod', '1220', 'ps'),
('die', 'die_height', '122', 'microns'),
('grt', 'use_met2', '6.90', '%'),
('sta', 'clock_skew', '0.568', 'ps'),
('finish', 'mostFrequentLayoutCells', 'sky130_fd_sc_hd__dfxtp_1 (48), sky130_fd_sc_hd__nor2_1 (33), sky130_fd_sc_hd__xnor2_1 (25)', ''),
('finish', 'layout.cells.most_common', 'sky130_fd_sc_hd__dfxtp_1', ''),
('clocking', 'depth_of_the_cts_h_tree', '1', ''),
('worst_setup_path', 'critical_path_required', '3030', 'ps'),
('sta', 'unclocked_regs', '37', ''),
('clocking', 'postCtsSetupBuffers', '0', ''),
('worst_setup_path', 'critPathCaptureType', 'register', ''),
('clocking', 'cts_repair_resize_count', '0', ''),
('die', 'core.rowCount', '37', '');
-- metal layers --
| layer | wire length (microns) | vias to the layer above |
|---|---|---|
| li1 | - | 732 |
| met1 | 1610 | 610 |
| met2 | 1290 | 10 |
| met3 | 68 | 2 |
| met4 | 6 | 0 |
| met5 | 0 | - |
-- sequential cells by signal (all words and copies together) (netlist names) --
| name | flops |
|---|---|
| mode | 1 |
| rst_cnt | 15 |
| LED1_m0_r | 1 |
| BUT2_r | 1 |
| clk_div | 12 |
| cntr | 15 |
| LED1_m1_r | 1 |
| BUT1_r | 1 |
| LED2_m1_r | 1 |
| LED2_m0_r | 1 |
-- report_power, final --
| part | switching [mW] | total, mW | internal, mW |
|---|---|---|---|
| sequential | 0 | 0.165 | 0.165 |
| clock | 0.0573 | 0.177 | 0.120 |
| combinational | 0.000227 | 0.00252 | 0.00229 |
| total | 0.0575 | 0.345 | 0.287 |
-- cell type report --
type                    instances  area [sq um]
multi-input cells             148           928
well taps                     136           170
flip-flops and latches         49           991
fillers                      1079          7990
inverters                      11          41.3
repair buffers                  6          55.1
clock buffers                   4          55.1
-- cell usage after synthesis --
cell / count / area [sq um]
sky130_fd_sc_hd__dfxtp_1: 48 / 961
sky130_fd_sc_hd__nor2_1: 33 / 124
sky130_fd_sc_hd__xnor2_1: 25 / 219
sky130_fd_sc_hd__nand3_1: 14 / 70.1
sky130_fd_sc_hd__inv_1: 11 / 41.3
sky130_fd_sc_hd__nand2_1: 10 / 37.5
sky130_fd_sc_hd__nor3_1: 10 / 50.1
sky130_fd_sc_hd__xor2_1: 8 / 70.1
sky130_fd_sc_hd__and3_1: 7 / 43.8
sky130_fd_sc_hd__nand4_1: 7 / 43.8
sky130_fd_sc_hd__nor4_1: 7 / 43.8
sky130_fd_sc_hd__ha_1: 4 / 50.1
sky130_fd_sc_hd__or3_1: 4 / 25.0
sky130_fd_sc_hd__a21oi_1: 3 / 15.0
sky130_fd_sc_hd__o21ai_0: 3 / 15.0
sky130_fd_sc_hd__buf_6: 2 / 22.5
sky130_fd_sc_hd__clkbuf_1: 2 / 7.51
sky130_fd_sc_hd__mux2_2: 2 / 22.5
sky130_fd_sc_hd__nand4b_1: 2 / 17.5
sky130_fd_sc_hd__a211o_1: 1 / 8.76
sky130_fd_sc_hd__a211oi_2: 1 / 12.5
sky130_fd_sc_hd__buf_2: 1 / 5.00
sky130_fd_sc_hd__edfxtp_1: 1 / 30.0
sky130_fd_sc_hd__mux2i_1: 1 / 10.0
sky130_fd_sc_hd__nand2b_1: 1 / 6.26
sky130_fd_sc_hd__nor2b_1: 1 / 6.26
sky130_fd_sc_hd__nor4_2: 1 / 12.5
sky130_fd_sc_hd__o21bai_1: 1 / 7.51
sky130_fd_sc_hd__o31ai_1: 1 / 7.51
sky130_fd_sc_hd__or4b_1: 1 / 10.0
-- worst min-delay path by stage --
stage	endpoint	slack, ps
CTS	clk_div[0]$_DFF_P_	430
global route	clk_div[0]$_DFF_P_	460
finish	clk_div[0]$_DFF_P_	420
-- cell families (layout without fill, tap and decap cells) --
kind of cell | after synthesis | after routing | share of synthesized area (%)
XOR/XNOR | 33 | 33 | 14.5
AND/OR/NAND/NOR | 98 | 98 | 24.6
adder cells (fa/ha/maj) | 4 | 4 | 2.51
flip-flops | 49 | 49 | 49.7
multiplexers | 3 | 3 | 1.63
AND-OR/OR-AND | 10 | 10 | 3.32
buffers and inverters | 16 | 21 | 3.82
-- critical path: cells and delay by family (launching register included) --
| family | cells | cell delay (ps) |
|---|---|---|
| and+or+nand+nor | 2 | 410 |
| DFF | 1 | 340 |
| adders and majority gates | 1 | 240 |
| xor gates and xnor gates | 1 | 130 |
Power is estimated from default activity; no workload was simulated.
